==> design/flow/design.v <==
module DoutReader (
    input clk_i,   
    input reset_i,   
    input drdy,   
    input dclk,   
    input din,   
    output [23:0] ch1_o,   
    output [23:0] ch2_o,   
    output tick_o   
);
    typedef enum logic [4:0] {
        WAIT_DRDY,
        WAIT_DLCK,
        WRITE_DATA,
        FINALISE_DATA
    } state_e;
    typedef struct packed {
        state_e state;
        logic [5:0] i;   
        logic drdy_1;   
        logic drdy_2;   
        logic dclk_1;   
        logic dclk_2;   
        logic [63:0] in_data;   
        logic [63:0] final_data;
        logic tick;   
    } state_t;
    state_t state_d;
    state_t state_q;
    always_ff @(posedge clk_i) begin
        if (reset_i) begin
            state_q.state <= WAIT_DRDY;
            state_q.i <= 63;
            state_q.in_data <= 0;
            state_q.final_data <= 0;
            state_q.drdy_1 <= 0;
            state_q.drdy_2 <= 0;
            state_q.dclk_1 <= 0;
            state_q.dclk_2 <= 0;
            state_q.tick <= 0;
        end
        else begin
            state_q <= state_d;   
            state_q.drdy_2 <= state_d.drdy_1;
            state_q.drdy_1 <= drdy;
            state_q.dclk_2 <= state_d.dclk_1;
            state_q.dclk_1 <= dclk;
        end
    end   
    always_comb begin
        state_d = state_q;   
        case (state_q.state)
            WAIT_DRDY: begin
                state_d.i = 63;
                state_d.in_data = 0;
                state_d.tick = 0;
                if (state_q.drdy_2 && !state_q.drdy_1) begin
                    state_d.state = WAIT_DLCK;
                end
            end
            WAIT_DLCK: begin
                if (state_q.dclk_2 && !state_q.dclk_1) begin
                    state_d.state = WRITE_DATA;
                end
            end
            WRITE_DATA: begin
                state_d.in_data[state_q.i] = din;
                state_d.i = state_q.i - 1;
                if (state_q.i == 0) begin
                    state_d.state = FINALISE_DATA;
                end   
                else begin
                    state_d.state = WAIT_DLCK;
                end
            end
            FINALISE_DATA: begin
                state_d.final_data = state_q.in_data;
                state_d.state = WAIT_DRDY;
                state_d.tick = 1;
            end
            default: begin
                state_d.state = WAIT_DRDY;
            end
        endcase
    end   
    assign ch1_o = state_q.final_data[55:32];
    assign ch2_o = state_q.final_data[23:0];
    assign tick_o = state_q.tick;
endmodule
==> design/flow/run.sh <==
#!/bin/bash
# OpenROAD 26Q1-2900-gdf79404cd8, Yosys 0.63+post, stock flow scripts
make -C /OpenROAD-flow-scripts/flow DESIGN_CONFIG=/design/flow/config.mk WORK_HOME=/design/flow/orfs finish
==> design/flow/config.mk <==
export PLATFORM = sky130hd
export DESIGN_NAME = DoutReader
export DESIGN_NICKNAME = DoutReader
export VERILOG_FILES = /design/flow/design.v
export SDC_FILE = /design/flow/constraint.sdc
export NUM_CORES = 4
export LEC_CHECK = 1
export CORE_UTILIZATION = 30
==> design/flow/constraint.sdc <==
current_design DoutReader

set clk_period 6.3
set clk_io_pct 0.2

create_clock -name clk0 -period $clk_period [get_ports {clk_i}]

set non_clock_inputs [all_inputs -no_clocks]
set_input_delay [expr $clk_period * $clk_io_pct] -clock clk0 $non_clock_inputs
set_output_delay [expr $clk_period * $clk_io_pct] -clock clk0 [all_outputs]
==> run notes <==
run metrics: Synth cell types=63, # Cells Yosys=576, Reg2Reg Depth=7, clk slew on worst S/H paths=0.07 ns, final setup vio count=0, first-pass GRT wire length=20300 um, largest net degree at the start of global routing=47, All-Layer GR Usage=14.7%, proportion of power drawn by combinational gates=11.4%, Largest register FFs=109, number of antenna violations at the first check in global routing=0, proportion of layout cells with a drive suffix above 1=8.87%, CP arrival=3.43 ns, Worst EP required=6.55 ns, IO Pins=54, gr ovfl total=0, Worst Skew=0.00972 ns, PnR worst setup slack=3.12 ns, cell depth of the worst setup path=7, Critical Path Start=state_q[133], Largest regs=state_q (109), OpenROAD warning count=32, clock buffer depth=2, per-cell routed wire length=16.2 um, Fillers=1704, Startpoint Class=flip-flop, slew at the pin with the worst max-slew slack=0.920 ns, Final Util=34.0%, post-synth tally of flip-flops with integrated enable=0, routability cong.=0.888, Int Power=1.03 mW, ANT nets after route=0, worst r2r src=state_q[133], setup_tns=0 ns, WP buf/inv=1, NetSw=380 uW, Final min period=3.18 ns, final hold vios=0, DRC Markers=0, worst slack, placed=3.09 ns, die footprint=18100 um2, Top reg by flops=state_q, power per cell area=241 nW/um2, Syn Inst Count=576, kind of critical path=flip-flop to flip-flop, post_cts resized=0, critical path fanouts, max=16, Die Height=134 um, FP Util=30.5%, R2R Setup Slk=3.12 ns, clk root buf=clkbuf_16, HPWL Detailed=9140 um, Reg power frac=49.8%, Worst Setup End Kind=flip-flop, max cap viols=0, clock sinks=109, ANT cells=0, IO Port Bufs=53, Synth-to-Final Area Change=11.3%, WL final=12800 um, Tot Pwr=1.41 mW, setup bufs post-CTS=0, Clk pwr share=38.9%, CTS tree=yes, vias per cell=5.06, Synth flops=109, max incr delay on CP=0.80 ns, P_leak=1.96 nW, Commonest Layout Cell=dfxtp_1, CP Capture Point=state_q[76], Slowest cell on crit path=a2111oi_4, Fmax achieved=314 MHz, Ys Warns=1, Top cells excl fill/tap=109 x dfxtp_1, 74 x nor2_1, 52 x mux2i_1, 52 x clkdlybuf4s50_1, 46 x nand2_1, outcome=complete, no violations, Die W=134 um, RSZ-0062 raised after global routing=false, crit path cell chain=inv_1, ha_1, xor2_1, or3_4, a2111oi_4, nand3_1, a32o_2, CTS buffer count=9, Placed Instance Area=5570 um2, Commonest flop=dfxtp_1, peak supply drop=0.000126 V, Core Box Area=17200 um2, Async S/R FF share, synth=0%, Starting DRT DRC Count=311, syn_area_per_cell=9.14 um2, row cnt=48, DRT Pass-1 Iters=5, Mapped Area=5270 um2, post-route cell area=5860 um2, R2R Path End=state_q[76], clk ins delay skew pair=0.35 ns, Slew HR=38.2%, chip area line of the yosys report=5270 um2, final max-slew violation count=0, class of the worst hold path=flip-flop to flip-flop, crit-path leading delay family=AND-OR/OR-AND gates, H-Tree Level Count=3, Hold Buf Count CTS=0, Synth Seq Share=41.4%, Tcrit/Tclk final=50.5%, vias in the first global route=3575, vias=3996, Sw Ratio=26.9%
worst min path at each step:
stage / startpoint / endpoint / slack, ns / depth (start not counted)
after global routing: state_q[132] / state_q[131] / 0.49 / 1
after CTS: state_q[101] / state_q[101] / 0.46 / 2
final: state_q[101] / state_q[101] / 0.46 / 2
per-stage QoR:
stage                     hold WS, ns  instances
after floorplan                 0.429        576
after global placement          0.443        773
after detailed placement        0.447        773
after CTS                       0.463        789
after global routing            0.485        789
final                           0.458        789
synthesized netlist by cell type, drive strengths merged, types with 3 or more instances:
cell type | number | area share (%)
o31ai | 7 | 1.1
inv | 9 | 0.64
a311oi | 3 | 0.50
o22ai | 6 | 0.71
dfxtp | 109 | 41
o311ai | 4 | 0.67
nand2b | 8 | 0.95
nor2b | 6 | 0.71
or4 | 3 | 0.43
and2 | 5 | 0.69
and3 | 7 | 0.83
or2 | 8 | 1.0
nor3 | 7 | 0.67
a21oi | 18 | 2.0
clkbuf | 15 | 1.1
nand2 | 47 | 3.4
a211oi | 7 | 1.0
o21ai | 13 | 1.2
nor4 | 5 | 0.88
nand3 | 19 | 1.8
nor2 | 74 | 5.3
or3 | 4 | 0.67
a22oi | 3 | 0.43
a32o | 29 | 5.7
buf | 70 | 9.1
ha | 9 | 2.1
nand4 | 4 | 0.48
mux2i | 52 | 9.9
worst min-delay path: stages, from the launching register on:
cell and delay (ns):
dfxtp_1 0.32, inv_1 0.05, o22ai_1 0.05
area by class of cell:
type	instances	area [um2]	area share, %
sequential	109	2180	37.2
clock buffer	11	253	4.31
timing repair buffer	59	571	9.74
clock inverter	5	40.0	0.683
tap	225	282	4.81
multi-input combinational	371	2500	42.6
inverter	9	33.8	0.577
power groups by stage:
| stage | combinational, mW | clock [mW] | sequential, mW |
|---|---|---|---|
| CTS | 0.161 | 0.566 | 0.703 |
| global route | 0.178 | 0.594 | 0.704 |
| finish | 0.161 | 0.550 | 0.703 |
cells by family (layout without fill, tap and decap cells):
kind of cell	Yosys count	count (layout)	share of synthesized area (%)
AND-OR/OR-AND	99	99	15.2
XOR/XNOR	4	4	0.666
adder cells (fa/ha/maj)	9	9	2.14
buffers and inverters	96	84	11.2
flip-flops	109	109	41.4
multiplexers	52	52	9.89
AND/OR/NAND/NOR	207	207	19.5
metal layers:
| layer | GRT usage, % | up-vias | wire [um] |
|---|---|---|---|
| met4 | 2.62 | 0 | 223 |
| li1 | - | 1979 | - |
| met1 | 23.4 | 1880 | 6450 |
| met3 | 2.18 | 16 | 558 |
| met2 | 21.7 | 121 | 5590 |
| met5 | 0 | - | 0 |
Power and IR drop assume default switching activity.
