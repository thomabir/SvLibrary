**/design/flow/config.mk**
```make
export PLATFORM = sky130hd
export DESIGN_NAME = SpiController
export DESIGN_NICKNAME = SpiController
export VERILOG_FILES = /design/flow/design.v
export SDC_FILE = /design/flow/constraint.sdc
export NUM_CORES = 4
export LEC_CHECK = 1
export CORE_UTILIZATION = 40
```
**/design/flow/constraint.sdc**
```tcl
current_design SpiController

set clk_period 5.4
set clk_io_pct 0.2

create_clock -name clk0 -period $clk_period [get_ports {clk_i}]

set non_clock_inputs [all_inputs -no_clocks]
set_input_delay [expr $clk_period * $clk_io_pct] -clock clk0 $non_clock_inputs
set_output_delay [expr $clk_period * $clk_io_pct] -clock clk0 [all_outputs]
```
**/design/flow/design.v**
```verilog
`timescale 10ns / 1ns
module SpiController #(
    parameter CLOCK_DIVIDE = 2,   
    parameter FRAME_WIDTH = 32   
) (
    input clk_i,   
    input reset_i,   
    input start_i,   
    output is_idle_o,   
    output spi_sclk_o,   
    output spi_mosi_o,   
    input spi_miso_i,   
    output spi_cs_o,   
    output unsigned [FRAME_WIDTH-1:0] data_o,   
    input unsigned [FRAME_WIDTH-1:0] data_i   
);
    parameter COUNTER_WIDTH = $clog2(FRAME_WIDTH) + 1;
    typedef enum logic [4:0] {
        IDLE,   
        CS_DOWN,   
        CLK_LEAD,   
        CLK_TRAIL,   
        DONE   
    } state_e;
    typedef struct packed {
        state_e state;
        logic [COUNTER_WIDTH-1:0] bit_counter;   
        logic [5:0] clk_divider;
        logic [FRAME_WIDTH-1:0] data_rx;
        logic [FRAME_WIDTH-1:0] data_tx;
        logic signed [FRAME_WIDTH-1:0] data_rx_final;
    } state_t;
    state_t state_d;
    state_t state_q;
    always_ff @(posedge clk_i) begin
        if (reset_i) begin
            state_q.state <= IDLE;
            state_q.bit_counter <= 0;
            state_q.clk_divider <= 0;
            state_q.data_rx <= 0;
            state_q.data_tx <= 0;
            state_q.data_rx_final <= 0;
        end
        else begin
            state_q <= state_d;
        end
    end   
    always_comb begin
        state_d = state_q;
        case (state_q.state)
            IDLE: begin
                state_d.bit_counter = COUNTER_WIDTH'(FRAME_WIDTH);
                state_d.clk_divider = CLOCK_DIVIDE;
                state_d.data_tx = data_i;   
                if (start_i) state_d.state = CS_DOWN;
            end
            CS_DOWN: begin
                if (state_q.clk_divider > 0) begin   
                    state_d.clk_divider = state_q.clk_divider - 1;
                end
                else begin   
                    state_d.clk_divider = CLOCK_DIVIDE;
                    state_d.state = CLK_LEAD;
                end
            end
            CLK_LEAD: begin
                state_d.data_rx[state_q.bit_counter-1] = spi_miso_i;   
                if (state_q.clk_divider > 0) begin   
                    state_d.clk_divider = state_q.clk_divider - 1;
                end
                else begin   
                    state_d.clk_divider = CLOCK_DIVIDE;
                    state_d.state = CLK_TRAIL;
                    state_d.bit_counter = state_q.bit_counter - 1;   
                end
            end
            CLK_TRAIL: begin
                if (state_q.bit_counter == 0) begin
                    state_d.state = DONE;
                end
                else if (state_q.clk_divider == 0) begin   
                    state_d.state = CLK_LEAD;
                    state_d.clk_divider = CLOCK_DIVIDE;
                end
                else begin
                    state_d.clk_divider = state_q.clk_divider - 1;
                end
            end
            DONE: begin
                state_d.data_rx_final = state_q.data_rx;
                state_d.state = IDLE;
            end
            default: begin
                state_d.state = IDLE;
            end
        endcase
    end   
    assign spi_mosi_o = state_q.data_tx[state_q.bit_counter - 1] & (!spi_cs_o) & (state_q.bit_counter > 0);
    assign spi_sclk_o = (state_q.state == CLK_LEAD);
    assign spi_cs_o = ((state_q.state == IDLE) | (state_q.state == DONE));
    assign is_idle_o = (state_q.state == IDLE);
    assign data_o = state_q.data_rx_final;
endmodule
```
**/design/flow/run.sh**
```bash
#!/bin/bash
# OpenROAD 26Q1-2900-gdf79404cd8, Yosys 0.63+post, stock flow scripts
make -C /OpenROAD-flow-scripts/flow DESIGN_CONFIG=/design/flow/config.mk WORK_HOME=/design/flow/orfs finish
```
==> qor.tcl <==
set qor(cts.path.max_buffers) 2
set qor(dieHeight_microns) 119
set qor(viasPerCell) 5.45
set qor(pwr-share-clk_pct) 22.6
set qor(syn_inst) 677
set qor(synth-warning-count) 1
set qor(core_util_floorplan_pct) 41.4
set qor(seq_power_share_pct) 35.7
set qor(core_region_area_sq_um) 13300
set qor(internal-power_mw) 1.72
set qor(clkSinkCount) 111
set qor(cts_inserted_buffers) 9
set qor(cp_slowest_cell) {sky130_fd_sc_hd__ha_1}
set qor(clockRootBuffer) {sky130_fd_sc_hd__clkbuf_16}
set qor(residual_drc_count) 0
set qor(log.warning_count) 28
set qor(gp_routability_congestion) 0.868
set qor(post_synth_and_or_nand_nor_area_fraction_pct) 22.9
set qor(worst_slew_pin_slew_ns) 0.813
set qor(timing.final.setup_violations) 0
set qor(fin_worst_skew_ns) 0.00903
set qor(cts.htree.levels) 3
set qor(drt-pass1-iter-count) 5
set qor(placement_rows) 42
set qor(grt_start_max_net_pins) 66
set qor(antenna_left) 0
set qor(min_cycle_time_layout_ns) 4.52
set qor(drive_gt1_share_pct) 7.98
set qor(cp-end-kind) {output pin}
set qor(synth_flop_count) 111
set qor(timing.hold.worst.class) {reg -> reg}
set qor(max_flop_register) {state_q}
set qor(pwrdens_nw_per_um2) 453
set qor(outcome) {finished, final reports clean}
set qor(report.final.hold_viol_count) 0
set qor(die.size.x_microns) 119
set qor(xor_area_share_pct) 2.63
set qor(syn_avg_cell_area_sq_um) 8.15
set qor(clock.fmax_ghz) 0.221
set qor(timing.reg2reg.worst_path_depth) 12
set qor(rsz_0062_raised_after_global_routing) {no}
set qor(critical_path.startpoint_type) {register}
set qor(layout.filler_cells) 1292
set qor(portBuffers) 71
set qor(yosys.area_share.aoi_pct) 17.5
set qor(relative_max_transition_margin_pct) 45.6
set qor(yosysUniqueCellTypes) 64
set qor(totalNegativeSetupSlack_ns) 0
set qor(path_common_cell) {sky130_fd_sc_hd__mux4_2}
set qor(combGateArea_sq_um) 2770
set qor(diodes) 0
set qor(groute.usage.overall_pct) 18.5
set qor(postCtsSetupBuffers) 0
set qor(detailedRoute.firstIterationViolations) 320
set qor(detailedPlace.worstSlack_ns) 0.979
set qor(final_core_util_pct) 47.5
set qor(route.vias.total) 4718
set qor(chipArea_sq_um) 14300
set qor(synth-main-ff-cell) {sky130_fd_sc_hd__dfxtp_1}
set qor(synth-edff-count) 0
set qor(top_regs) {state_q: 111 flops}
set qor(yosys.stat.seqShare_pct) 40.3
set qor(hpwl_after_detailed_placement_mm) 8.38
set qor(num_io_pins) 72
set qor(cts_resized) 0
set qor(antenna_violations_before_repair) 0
set qor(yosysCellCount) 677
set qor(worst_vdd_drop_mv) 0.218
set qor(number_of_global_route_vias_before_repair) 4201
set qor(worst-setup-path-type) {reg -> out}
set qor(drt_wl_total_mm) 12.5
set qor(switchingPower_mw) 1.16
set qor(grt_first_pass_wirelength_mm) 21.1
set qor(drv_slew) 0
set qor(p_sw_share_pct) 40.3
set qor(hold_path_depth) 2
set qor(grt.overflow.total) 0
set qor(tritoncts_clock_tree) {yes}
set qor(setup_ws_ns) 0.875
set qor(largest_register_ff_count) 111
set qor(crit_required_ns) 4.32
set qor(async_reset_ff_share_pct) 0
set qor(synth_logic_family) {simple AND/OR/NAND/NOR gates}
set qor(detail_route.wl_per_cell_microns) 14.5
set qor(critical_path.cell_chain) {inv_1, ha_1, mux4_2, mux4_2, mux2i_1, nor3_1, clkdlybuf4s50_1}
set qor(crit_arrival_ns) 3.44
set qor(biggest_cell_delay_along_the_critical_path_ns) 0.69
set qor(worst_path_clk_slew_ns) 0.08
set qor(synth_adder_area_share_pct) 2.72
set qor(pwr-share-comb_pct) 41.7
set qor(synth_chip_area_sq_um) 5520
set qor(finalClockPeriodUsage_pct) 83.8
set qor(worst_skew_pair.late_latency_ns) 0.35
set qor(synth.area.mux_share_pct) 4.44
set qor(post_dp_cell_area_sq_um) 6050
set qor(worstPathMaxFanout) 15
set qor(sequential_cell_area_sq_um) 2220
set qor(area.growth.synth_to_final_pct) 15.0
set qor(cap_violations) 0
set qor(postCtsHoldBufs) 0
set qor(mappedNetlistArea_sq_um) 5520
set qor(leakagePower_nw) 2.15
set qor(stdcell_area_sq_um) 6350
[layout by cell type (no fill, tap or decap), drive strengths merged, types with 4 or more instances in the layout]
| cell | n |
|---|---|
| nor4b | 4 |
| and3 | 7 |
| clkdlybuf4s50 | 70 |
| a22oi | 4 |
| ha | 12 |
| a21oi | 98 |
| nor3 | 10 |
| clkinv | 4 |
| o21ai | 40 |
| inv | 12 |
| clkbuf | 10 |
| nand3 | 5 |
| nand2 | 145 |
| xnor2 | 10 |
| dfxtp | 111 |
| xor2 | 4 |
| nor2 | 21 |
| nand4 | 51 |
| mux4 | 10 |
| buf | 13 |
[synthesized netlist by cell type (all sizes together), types with 2 or more instances]
library cell | number | area share (%)
mux2i | 2 | 0.36
o211ai | 2 | 0.36
a22oi | 4 | 0.54
nand3b | 2 | 0.27
xnor2 | 10 | 2.0
nor4bb | 2 | 0.36
nand2b | 2 | 0.23
ha | 12 | 2.7
a211oi | 2 | 0.27
nor2 | 21 | 1.4
nand4 | 51 | 5.9
inv | 11 | 0.75
or3b | 2 | 0.32
o21a | 2 | 0.27
o21ai | 40 | 3.6
nor3b | 2 | 0.27
clkbuf | 35 | 2.4
o221ai | 2 | 0.43
dfxtp | 111 | 40
xor2 | 4 | 0.63
nor4 | 2 | 0.34
nand3 | 5 | 0.45
buf | 52 | 6.4
mux4 | 10 | 4.1
nand2 | 145 | 9.9
nor3 | 10 | 0.91
a21oi | 98 | 8.9
nor4b | 4 | 0.75
and3 | 7 | 0.79
or3 | 2 | 0.32
a2111o | 2 | 0.41
[cells by family (layout without fill, tap and decap cells)]
kind of cell             count (synthesis)  after routing
AND-OR/OR-AND                          168            168
XOR/XNOR                                14             14
adder cells (fa/ha/maj)                 12             12
buffers and inverters                   98            110
flip-flops                             111            111
multiplexers                            12             12
AND/OR/NAND/NOR                        262            262
[critical path, delay by kind of cell, from the launching register on]
family                   cells  cell delay (ns)
multiplexers                 3             1.24
buffers and inverters        2             0.57
AND/OR/NAND/NOR              1             0.08
adder cells (fa/ha/maj)      1             0.69
flip-flops                   1             0.53
[power by group through the flow]
stage,combinational (mW),sequential [mW],clock [mW]
4_1_cts,1.19,1.03,0.667
5_1_grt,1.34,1.04,0.697
6_report,1.20,1.03,0.650
[per-stage QoR]
stage,std cells,hold slack [ns],total power [mW]
global placement,849,0.441,2.21
CTS,865,0.453,2.89
floorplan,677,0.428,1.96
detailed placement,849,0.442,2.23
finish,865,0.451,2.87
global route,865,0.466,3.09
[layout make-up]
class                           instances  area share (%)
Sequential cell                       111            35.0
Clock inverter                          6           0.868
Clock buffer                           10            3.77
Inverter                               11           0.651
Tap cell                              176            3.47
Timing Repair Buffer                   83            12.5
Multi-Input combinational cell        468            43.7
[routing by layer]
metal | track usage, % | vias up | wire length [microns]
met3 | 3.72 | 18 | 747
met2 | 25.6 | 151 | 5330
met4 | 2.58 | 0 | 193
met5 | 0 | - | 0
met1 | 30.9 | 2168 | 6260
li1 | - | 2381 | -
[path summary, 6_finish.rpt]
path | start | end | slack [ns]
setup / recovery | state_q[103] | spi_mosi_o | 0.88
hold / removal | state_q[75] | state_q[11] | 0.45
setup reg to reg | state_q[103] | state_q[82] | 0.88
hold reg to reg | state_q[75] | state_q[11] | 0.45
No activity file was given, so power comes from the tool's default toggle rates.
